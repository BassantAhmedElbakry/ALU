===== flow/design.v =====
module Arithmetic_Unit #(
    parameter A_WIDTH = 16,
    parameter B_WIDTH = 16
) (
    input clk,rst,
    input [A_WIDTH - 1 : 0] A,
    input [B_WIDTH - 1 : 0] B,
    input [1 : 0] Arith_ALU_FUNC,
    input Arith_Enable,
    output reg [A_WIDTH + B_WIDTH - 1 : 0] Arith_OUT,
    output reg Carry_OUT, Arith_Flag       
);
reg [A_WIDTH + B_WIDTH - 1 : 0] ADD_Signal;
always @(posedge clk or negedge rst) begin
    if(!rst) begin 
        Arith_OUT  <=  'b0;
        Carry_OUT  <= 1'b0; 
        Arith_Flag <= 1'b0; 
end
else begin
    Arith_Flag <= Arith_Enable;
    if(Arith_Enable) begin
        case (Arith_ALU_FUNC)
            2'b00: begin
                if (A_WIDTH >= B_WIDTH) begin
                    Arith_OUT <= A + B;
                    {Carry_OUT,ADD_Signal[A_WIDTH - 1 : 0]} <= A + B;
                end
                else begin
                    Arith_OUT <= A + B;
                    {Carry_OUT,ADD_Signal[B_WIDTH - 1 : 0]} <= A + B;
                end
            end
            2'b01: Arith_OUT <= A - B;
            2'b10: Arith_OUT <= A * B;
            2'b11: Arith_OUT <= A / B;
            default: begin
                Arith_OUT <=  'b0;
                Carry_OUT <= 1'b0; 
            end
        endcase 
    end
  end
end
endmodule
module CMP_Unit #(
    parameter A_WIDTH = 16,
    parameter B_WIDTH = 16
) (
    input clk,rst,
    input [A_WIDTH - 1 : 0] A,
    input [B_WIDTH - 1 : 0] B,    
    input [1 : 0] CMP_ALU_FUNC,
    input CMP_Enable,
    output reg [A_WIDTH + B_WIDTH - 1 : 0] CMP_OUT,
    output reg CMP_Flag       
);
always @(posedge clk or negedge rst) begin
    if(!rst) begin
       CMP_OUT  <= 16'b0;
       CMP_Flag <= 1'b0;
    end
    else begin
    CMP_Flag <= CMP_Enable;    
    if(CMP_Enable) begin
        case (CMP_ALU_FUNC)
            2'b00: CMP_OUT <= 16'b0; 
            2'b01: begin
                if( A == B)
                CMP_OUT <= 16'b1;
                else
                CMP_OUT <= 16'b0;
            end
            2'b10:begin
                if( A > B)
                CMP_OUT <= 16'b10;
                else
                CMP_OUT <= 16'b0;
            end
            2'b11:begin
                if( A < B)
                CMP_OUT <= 16'b11;
                else
                CMP_OUT <= 16'b0;
            end
            default: begin
                CMP_OUT <= 16'b0;
            end
        endcase
    end
  end
end
endmodule
module Decoder_Unit (
    input [1 : 0] DEC_ALU_FUNC,
    output reg DEC_Arith_Enable, DEC_Logic_Enable, DEC_CMP_Enable, DEC_Shift_Enable
);
always @(*) begin
    DEC_Arith_Enable = 1'b0;
    DEC_Logic_Enable = 1'b0;
    DEC_CMP_Enable   = 1'b0;
    DEC_Shift_Enable = 1'b0;
    case (DEC_ALU_FUNC)
        2'b00: DEC_Arith_Enable = 1'b1;
        2'b01: DEC_Logic_Enable = 1'b1;
        2'b10: DEC_CMP_Enable   = 1'b1;
        2'b11: DEC_Shift_Enable = 1'b1;
        default: begin
            DEC_Arith_Enable = 1'b0;
            DEC_Logic_Enable = 1'b0;
            DEC_CMP_Enable   = 1'b0;
            DEC_Shift_Enable = 1'b0; 
    end
    endcase
end
endmodule
module Logic_Unit #(
    parameter A_WIDTH = 16,
    parameter B_WIDTH = 16
) (
    input clk,rst,
    input [A_WIDTH - 1 : 0] A,
    input [B_WIDTH - 1 : 0] B,
    input [1 : 0] Logic_ALU_FUNC,
    input Logic_Enable,
    output reg [A_WIDTH + B_WIDTH - 1 : 0] Logic_OUT,
    output reg Logic_Flag       
);
always @(posedge clk or negedge rst) begin
    if(!rst) begin
    Logic_OUT  <= 16'b0;
    Logic_Flag <= 1'b0;
end
else begin
    Logic_Flag <= Logic_Enable;
    if(Logic_Enable) begin
        case (Logic_ALU_FUNC)
            2'b00: Logic_OUT <=   A & B; 
            2'b01: Logic_OUT <=   A | B;
            2'b10: Logic_OUT <= ~(A & B);
            2'b11: Logic_OUT <= ~(A | B);
            default: begin
                Logic_OUT <= 16'b0;
            end
        endcase
    end
  end
end
endmodule
module Shift_Unit #(
    parameter A_WIDTH = 16,
    parameter B_WIDTH = 16
) (
    input clk,rst,
    input [A_WIDTH - 1 : 0] A,
    input [B_WIDTH - 1 : 0] B,
    input [1 : 0] Shift_ALU_FUNC,
    input Shift_Enable,
    output reg [A_WIDTH + B_WIDTH - 1 : 0] Shift_OUT,
    output reg Shift_Flag       
);
always @(posedge clk or negedge rst) begin
  if(!rst) begin
    Shift_OUT  <= 16'b0;
    Shift_Flag <= 1'b0;
end
else begin
    Shift_Flag <= Shift_Enable;
    if(Shift_Enable) begin
        case (Shift_ALU_FUNC)
            2'b00: Shift_OUT <= A >> 1; 
            2'b01: Shift_OUT <= A << 1;
            2'b10: Shift_OUT <= B >> 1;
            2'b11: Shift_OUT <= B << 1;
            default: begin
                Shift_OUT <= 16'b0;
            end
        endcase
    end
  end
end
endmodule
module alu_top #(
    parameter A_WIDTH_TOP = 16,
    parameter B_WIDTH_TOP = 16
) (
    input   CLK,rst,
    input   [3 : 0] ALU_FUNC,
    input   [A_WIDTH_TOP - 1 : 0] A,
    input   [B_WIDTH_TOP - 1 : 0] B,
    output  [A_WIDTH_TOP + B_WIDTH_TOP - 1 : 0] Arith_OUT, Logic_OUT, CMP_OUT,Shift_OUT,
    output  Carry_OUT, Arith_Flag, Logic_Flag, CMP_Flag, Shift_Flag
);
wire Arith_EN, Logic_EN, CMP_EN, Shift_EN;
Decoder_Unit U0 (
    .DEC_ALU_FUNC(ALU_FUNC[3 : 2]),
    .DEC_Arith_Enable(Arith_EN),
    .DEC_Logic_Enable(Logic_EN),
    .DEC_CMP_Enable  (CMP_EN),
    .DEC_Shift_Enable(Shift_EN)
);
Arithmetic_Unit #(.A_WIDTH(A_WIDTH_TOP), .B_WIDTH(B_WIDTH_TOP)) U1 (
    .clk(CLK),
    .rst(rst),
    .A(A),
    .B(B),
    .Arith_ALU_FUNC(ALU_FUNC[1 : 0]),
    .Arith_Enable(Arith_EN),
    .Arith_OUT(Arith_OUT),
    .Carry_OUT(Carry_OUT),
    .Arith_Flag(Arith_Flag)
);
Logic_Unit #(.A_WIDTH(A_WIDTH_TOP), .B_WIDTH(B_WIDTH_TOP)) U2 (
    .clk(CLK),
    .rst(rst),
    .A(A),
    .B(B),
    .Logic_ALU_FUNC(ALU_FUNC[1 : 0]),
    .Logic_Enable(Logic_EN),
    .Logic_OUT(Logic_OUT),
    .Logic_Flag(Logic_Flag)
);
CMP_Unit #(.A_WIDTH(A_WIDTH_TOP), .B_WIDTH(B_WIDTH_TOP)) U3 (
    .clk(CLK),
    .rst(rst),
    .A(A),
    .B(B),
    .CMP_ALU_FUNC(ALU_FUNC[1 : 0]),
    .CMP_Enable(CMP_EN),
    .CMP_OUT(CMP_OUT),
    .CMP_Flag(CMP_Flag)
);
Shift_Unit #(.A_WIDTH(A_WIDTH_TOP), .B_WIDTH(B_WIDTH_TOP)) U4 (
    .clk(CLK),
    .rst(rst),
    .A(A),
    .B(B),
    .Shift_ALU_FUNC(ALU_FUNC[1 : 0]),
    .Shift_Enable(Shift_EN),
    .Shift_OUT(Shift_OUT),
    .Shift_Flag(Shift_Flag)
);
endmodule

===== flow/config.mk =====
export PLATFORM = sky130hd
export DESIGN_NAME = alu_top
export DESIGN_NICKNAME = alu_top
export VERILOG_FILES = /design/flow/design.v
export SDC_FILE = /design/flow/constraint.sdc
export NUM_CORES = 4
export LEC_CHECK = 1
export CORE_UTILIZATION = 30

===== flow/run.sh =====
#!/bin/bash
# OpenROAD 26Q1-2900-gdf79404cd8, Yosys 0.63+post, stock flow scripts
make -C /OpenROAD-flow-scripts/flow DESIGN_CONFIG=/design/flow/config.mk WORK_HOME=/design/flow/orfs finish

===== flow/constraint.sdc =====
current_design alu_top

set clk_period 1.1
set clk_io_pct 0.2

create_clock -name clk0 -period $clk_period [get_ports {CLK}]

set non_clock_inputs [all_inputs -no_clocks]
set_input_delay [expr $clk_period * $clk_io_pct] -clock clk0 $non_clock_inputs
set_output_delay [expr $clk_period * $clk_io_pct] -clock clk0 [all_outputs]

==> qor.csv <==
metric,value,unit
status,"finished, violations left",
failed_checks,"negative hold slack, negative setup slack",
cp_max_fo,8,
max_freq,0.0132,GHz
edf_count,0,
die_w,348,um
yosysMostFrequentCell,ha_1,
worst_pin_slew,0.755,ns
topCellsByArea,"ha_1, fa_1, nand2_1",
hold_viol,73,
cp-start-kind,input pin,
period_needed,75.64,ns
yosysTopAreaCell,ha_1,
slew_headroom,48.4,%
initCoreUtil,30.3,%
critPathCaptureType,flop,
critical_path_required,1.38,ns
synth_cell_types,119,
crit_arrival,75.92,ns
syn_to_final_growth,63.9,%
wirelength,147000,um
finClkSkew,0,ns
fin_crit_sh,6880,%
firstDrtPassIters,6,
cts_tree,done,
fp-row-count,126,
maxSlewViolCount,0,
cpMostUsedCell,o21a_1,
setup_viol,160,
drt-vias-per-instance,5.14,
yosys_warnings,5,
postPlaceCellArea,51900,sq um
hold_path_class,input pin to asynchronous set/reset pin,
insertion_delay,0.39,ns
core,118000,sq um
die_area,121000,sq um
die_h,348,um
final_area,58800,sq um
path_class,input pin to flop,
port_buffers,125,
critPathSlowestCell,or4b_4,
async_reset_ff_share,100,%
grt_max_degree,62,
first_iter_violations,2442,
flop_cell,dfrtp_1,
io_pins,171,
root_buffer,clkbuf_16,
grt_pass1_wl,225000,um
reg2reg_depth,4,
cts.clk_slew.worst_paths,0.08,ns
wl_per_cell,17.6,um
setup_ws,-74.54,ns
avgSynthCellArea,7.51,sq um
warnings,65,
cts_sinks,73,
syn_inst,4772,
overflow,0,
yosys-top-cells-count,"ha_1, nand2_1, nor2_1",
ys_seq_share,5.10,%
yosys-stat-cells,4772,
vias,43000,
dp_slack,-76.75,ns
grtUsageTotal,24.0,%
rsz0062_at_grt,yes,
whs,-0.221,ns
numCtsBuffers,9,
cts_max_level,3,
yosys_register_bits,73,
cts_buffer_depth,2,
grt_pass1_vias,41500,
postRouteAntennaNets,0,
netlist_area,35800,sq um
top_cell_area_share,19.1,%
ys_chip_area,35800,sq um
critical-path-max-stage-delay,0.63,ns
dp_hpwl,112000,um
drc_errors,0,
antenna_found_initial,4,
finalWeightedCongestion,0.993,
layout-drive-gt1-share,42.9,%
maxCapViolCount,0,
cell type report:
cell class | count | area (sq um)
inverter | 351 | 1470
clock buffer | 12 | 267
antenna | 3 | 7.51
fill | 10500 | 59500
multi-input combinational | 4183 | 35300
tap | 1536 | 1920
timing repair buffer | 2202 | 17900
clock inverter | 4 | 26.3
sequential | 73 | 1840
worst max-delay path: cells and delay by family:
family | cells | cell delay (ns)
AND/OR/NAND/NOR | 86 | 12.95
multiplexers | 11 | 3.35
AND-OR/OR-AND | 224 | 41.01
adder cells (fa/ha/maj) | 29 | 7.99
buffers and inverters | 85 | 10.25
routing by layer:
layer | vias to the layer above | wire length [um] | track usage, %
li1 | 21200 | - | -
met1 | 20200 | 63500 | 31.9
met2 | 1337 | 66200 | 38.5
met3 | 281 | 11100 | 5.85
met4 | 4 | 6010 | 7.91
met5 | - | 49 | 0
repair_timing:
item | CTS | global route
resized | 340 | 519
setup buffers | 302 | 158
pin swaps | 179 | 235
hold endpoints to repair | 73 | 73
gates cloned | 3 | 3
setup endpoints to repair | 160 | 160
registers in the layout, indices dropped and copies added, names as in the netlist:
register	flops
U1.Arith_Flag	1
U1.Arith_OUT	32
U1.Carry_OUT	1
U2.Logic_Flag	1
U2.Logic_OUT	17
U3.CMP_Flag	1
U3.CMP_OUT	2
U4.Shift_Flag	1
U4.Shift_OUT	17
path summary, 6_finish.rpt:
kind	startpoint	endpoint	slack, ns
min reg2reg	U4.Shift_OUT[10]	U4.Shift_OUT[10]	0.48
max in group asynchronous	rst	U3.CMP_OUT[0]	1.00
max	B[0]	U1.Arith_OUT[1]	-74.54
min	rst	U4.Shift_OUT[6]	-0.22
max reg2reg	U1.Arith_OUT[0]	U1.Arith_OUT[0]	0.05
min in group clk0	B[3]	U4.Shift_OUT[4]	0.47
stage by stage:
step	utilization (%)	setup TNS (ns)	cells
2_1_floorplan	-	-978.28	4832
3_3_place_gp	43.9	-1047.31	7884
3_5_place_dp	43.9	-1054.01	7884
4_1_cts	47.3	-1005.94	8205
5_1_grt	49.7	-1035.01	8362
6_report	49.7	-982.36	8364
cells by family after synthesis:
group / after synthesis / synth area share, %
AND-OR/OR-AND: 1315 / 24.9
adder cells (fa/ha/maj): 743 / 30.0
multiplexers: 160 / 5.35
AND/OR/NAND/NOR: 1681 / 22.3
XOR/XNOR: 223 / 5.55
other: 1 / 0.0105
flip-flops: 73 / 5.10
buffers and inverters: 576 / 6.74
layout by cell type (no fill, tap or decap), drive strengths merged, types with 36 or more instances in the layout:
cell and count:
buf 2083, ha 546, nand2 503, nor2 485, inv 331, a21oi 305
o21ai 267, nor3 251, o21a 209, fa 196, xnor2 157, mux2 97
o31ai 86, a21o 84, nand3 80, dfrtp 73, xor2 66, clkdlybuf4s50 63
or2 62, conb 61, clkbuf 52, o211ai 48, mux2i 48, and2 42
nor2b 41, a211oi 38, nand2b 37, or3 36
